==> flow/design.v <==
`timescale 1ns / 1ps
module Clk_Divider(clk_in, div_clk0, clk0, rst);
	input clk_in;							 
	input [15:0] div_clk0;				 
	output reg clk0;						 
	input rst;
	reg [15:0] cont0; 
	always @(posedge clk_in) begin
		if (rst)begin  
			cont0=0;
		end 
		cont0 = cont0 + 1;
		if (cont0 == div_clk0)	 
			cont0 = 0;
	end
	always @(posedge clk_in) begin
		if ( cont0 < {1'b0,div_clk0[15:1]} )
			clk0 = 1;
		else
			clk0 = 0;
	end
endmodule
==> flow/run.sh <==
#!/bin/bash
# OpenROAD 26Q1-2900-gdf79404cd8, Yosys 0.63+post, stock flow scripts
make -C /OpenROAD-flow-scripts/flow DESIGN_CONFIG=/design/flow/config.mk WORK_HOME=/design/flow/orfs finish
==> flow/config.mk <==
export PLATFORM = sky130hd
export DESIGN_NAME = Clk_Divider
export DESIGN_NICKNAME = Clk_Divider
export VERILOG_FILES = /design/flow/design.v
export SDC_FILE = /design/flow/constraint.sdc
export NUM_CORES = 4
export LEC_CHECK = 1
export CORE_AREA = 10 10 93 93
export DIE_AREA = 0 0 103 103
==> flow/constraint.sdc <==
current_design Clk_Divider

set clk_period 8.7
set clk_io_pct 0.2

create_clock -name clk0 -period $clk_period [get_ports {clk_in}]

set non_clock_inputs [all_inputs -no_clocks]
set_input_delay [expr $clk_period * $clk_io_pct] -clock clk0 $non_clock_inputs
set_output_delay [expr $clk_period * $clk_io_pct] -clock clk0 [all_outputs]
==> results.yml <==
# flow metrics
clock_network:
  ctsResizeCount: 0
  cts.clk_slew.worst_paths_ns: 0.07
  cts_inserted_buffers: 3
  cts_num_sinks: 17
  cts_setup_buffers: 0
  clkLatencyLatePin_ns: 0.25
  cts_tree: "built"
  hold_buffers: 0
  clockBufferDepth: 2
  htree_levels: 1
  clockRootBuffer: "clkbuf_8"
job:
  openroad.warnings: 25
  max-cap-violations: 0
global_route:
  globalRouteTotalUtil: 0.0779
  grt_pass1_vias: 1371
  grt_antenna_before_repair: 0
  grt_max_degree: 29
  grt-ovfl-total: 0
  grt_pass1_wl_mm: 6.75
floorplan:
  die_area_mm2: 0.0106
  die_h_um: 103
  ios: 19
  rows: 30
  die_x_um: 103
  fp_util: 0.251
  core_mm2: 0.00676
synth:
  yosys_cells: 203
  ys_warn_count: 1
  synth_area_mm2: 0.00170
  ys_seq_elements: 17
  synth_cell_types: 59
  async_flop_share: 0
  top_area_cell: "dfxtp_1"
  synthTopCellsByArea: "dfxtp_1 (20%), ha_1 (10%), xnor2_1 (5.2%), inv_1 (4.4%), nand2_1 (2.9%)"
  ys_seq_share: 0.200
  ys_area_mm2: 0.00170
  top_area_frac: 0.200
  edf_count: 0
  ys.flop_type: "dfxtp_1"
  syn_avg_cell_area_um2: 8.36
  netlist_instances: 203
sta:
  finalClockPeriodUsage: 0.532
  drv_slew: 0
  skew_ns: 0.00928
  whs_ns: 0.629
  worst-slew-pin-transition_ns: 0.603
  slew_headroom: 0.595
  fmax_ghz: 0.216
  setup_tns_ns: 0
  setup_violations: 0
  fin_crit_ns: 4.63
  hold_violations: 0
  rsz0062_at_grt: "no"
drt:
  routedLengthMet1_mm: 2.01
  ant_nets: 0
  vias: 1477
  met2WireLength_mm: 1.81
  wl_per_cell_um: 13.6
  via_per_inst: 4.97
  top_layer_used: "met4"
  wl_met3_um: 171
  drt_iter0_markers: 59
  diodes: 0
  routed_wl_mm: 4.04
  drc_errors: 0
  dr.pass1.iters: 4
place:
  place.gp.congestion: 0.861
  portBuffers: 18
  hpwl_mm: 3.18
finish:
  nFillCells: 728
  drive_above_1_share: 0.129
  final_cell_mix: "inv_1 (20), clkdlybuf4s50_1 (18), dfxtp_1 (17)"
  layout_top_cell: "inv_1"
  syn2layout_area_growth_pct: 16.5
power_and_ir_drop:
  ir_drop_uv: 46.4
  p_per_area_mw_per_mm2: 90.3
  leakagePower_uw: 0.000817
critical_path:
  cp_data_arrival_time_ns: 4.75
  cp-start-kind: "primary input"
  cp.required_ns: 8.82
  crit_fanout: 28
  crit_type: "primary input to register"
  end_kind: "register"
worst_hold_path:
  worstHoldPathType: "register to register"
status:
  outcome: "completed"
sequential cells by signal (all words and copies together) (netlist names):
register	flops
cont0	16
clk0	1
area by class of cell:
cell class	instances	area, um^2	share of cell area
timing repair buffer	20	195	0.0987
clock buffer	3	41.3	0.0209
tap	80	100	0.0506
clock inverter	1	5.00	0.00253
inverter	20	75.1	0.0380
multi-input combinational	156	1220	0.617
sequential	17	340	0.172
metal layers:
| layer | track usage | up-vias |
|---|---|---|
| met5 | 0 | - |
| met4 | 0.0128 | 0 |
| met3 | 0.0162 | 6 |
| met2 | 0.121 | 20 |
| met1 | 0.110 | 686 |
| li1 | - | 765 |
through the flow:
step           cells  power [uW]  utilization  worst slack, ns  area, um^2
6_report         297         179        0.293             4.07        1980
5_1_grt          297         189        0.293             3.85        1980
4_1_cts          297         180        0.293             4.10        1980
3_5_place_dp     293         121        0.286             3.84        1930
3_3_place_gp     293         121        0.286             3.90        1930
2_1_floorplan    203         108            -             4.97        1700
synthesized netlist by cell type, drive strengths merged (3+ instances only):
| library cell | instances |
|---|---|
| a21oi | 7 |
| nor2 | 18 |
| xor2 | 5 |
| nand2 | 13 |
| nor3 | 9 |
| o2111ai | 3 |
| o21ai | 10 |
| nand4b | 3 |
| mux2i | 3 |
| a211oi | 4 |
| nand3 | 6 |
| nor2b | 6 |
| buf | 8 |
| xnor2 | 10 |
| inv | 20 |
| ha | 14 |
| dfxtp | 17 |
| nor4 | 8 |
| nand4 | 7 |
report_power, final:
part           total, uW  internal, uW  switching [uW]  leakage, uW
clock               59.3          31.7            27.6    0.0000255
combinational       35.6          18.6            17.0     0.000654
sequential          83.6          79.4            4.22     0.000138
total                179           130            48.8     0.000817
worst paths after layout:
check | from | endpoint | slack (ns) | cells past startpoint
worst max-delay path | rst | cont0[6] | 4.07 | 10
worst min register to register | cont0[15] | clk0 | 0.63 | 3
worst min-delay path | cont0[15] | clk0 | 0.63 | 3
worst max register to register | cont0[1] | cont0[6] | 5.56 | 8
critical path: stages:
cell and delay [ns]:
clkdlybuf4s50_1 0.39, buf_4 0.23, nand4b_4 0.28, o311a_1 0.34, a31oi_1 0.30, mux2i_1 0.39
o2111ai_1 0.23, nor4_4 0.50, buf_4 0.29, nor3_1 0.06
logic make-up after synthesis:
kind of cell	synth area share
fa+ha+maj	0.103
mux	0.0177
compound gates	0.181
xor+xnor	0.104
flops	0.200
simple gates	0.313
buf+inv	0.0803
Power is estimated from default activity; no workload was simulated.
